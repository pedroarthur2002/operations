<file path="design/flow/config.mk">
export PLATFORM = sky130hd
export DESIGN_NAME = det_4x4
export DESIGN_NICKNAME = det_4x4
export VERILOG_FILES = /design/flow/design.v
export SDC_FILE = /design/flow/constraint.sdc
export NUM_CORES = 4
export LEC_CHECK = 1
export CORE_UTILIZATION = 40
</file>
<file path="design/flow/run.sh">
#!/bin/bash
# OpenROAD 26Q1-2900-gdf79404cd8, Yosys 0.63+post, stock flow scripts
make -C /OpenROAD-flow-scripts/flow DESIGN_CONFIG=/design/flow/config.mk WORK_HOME=/design/flow/orfs finish
</file>
<file path="design/flow/design.v">
module det_4x4(
    input clk,
    input [127:0] A,
    output reg signed [7:0] det,
    output reg overflow_flag
);
    wire signed [7:0] a, b, c, d, e, f, g, h, i, j, k, l, m, n, o, p;
    reg signed [15:0] M1, M2, M3, M4;
    reg signed [15:0] det_temp;
    assign a = A[127:120];
    assign b = A[119:112];
    assign c = A[111:104];
    assign d = A[103:96];
    assign e = A[95:88];
    assign f = A[87:80];
    assign g = A[79:72];
    assign h = A[71:64];
    assign i = A[63:56];
    assign j = A[55:48];
    assign k = A[47:40];
    assign l = A[39:32];
    assign m = A[31:24];
    assign n = A[23:16];
    assign o = A[15:8];
    assign p = A[7:0];
    function signed [15:0] bit_mult;
        input signed [7:0] a, b;
        begin
            bit_mult = 0;
            if (b[0]) bit_mult = bit_mult + a;
            if (b[1]) bit_mult = bit_mult + (a <<< 1);
            if (b[2]) bit_mult = bit_mult + (a <<< 2);
            if (b[3]) bit_mult = bit_mult + (a <<< 3);
            if (b[4]) bit_mult = bit_mult + (a <<< 4);
            if (b[5]) bit_mult = bit_mult + (a <<< 5);
            if (b[6]) bit_mult = bit_mult + (a <<< 6);
            if (b[7]) bit_mult = bit_mult - (a <<< 7);   
        end
    endfunction
    always @(posedge clk) begin
        M1 = bit_mult(f, (bit_mult(k, p) - bit_mult(l, o)))
           - bit_mult(g, (bit_mult(j, p) - bit_mult(l, m)))
           + bit_mult(h, (bit_mult(j, o) - bit_mult(k, m)));
        M2 = bit_mult(e, (bit_mult(k, p) - bit_mult(l, o)))
           - bit_mult(g, (bit_mult(i, p) - bit_mult(l, m)))
           + bit_mult(h, (bit_mult(i, o) - bit_mult(k, m)));
        M3 = bit_mult(e, (bit_mult(j, p) - bit_mult(l, n)))
           - bit_mult(f, (bit_mult(i, p) - bit_mult(l, m)))
           + bit_mult(h, (bit_mult(i, n) - bit_mult(j, m)));
        M4 = bit_mult(e, (bit_mult(j, o) - bit_mult(k, n)))
           - bit_mult(f, (bit_mult(i, o) - bit_mult(k, m)))
           + bit_mult(g, (bit_mult(i, n) - bit_mult(j, m)));
        det_temp = bit_mult(a, M1) - bit_mult(b, M2) + bit_mult(c, M3) - bit_mult(d, M4);
        det = det_temp[7:0];
        if (det_temp > 127 || det_temp < -128)
            overflow_flag = 1;
        else
            overflow_flag = 0;
    end
endmodule
</file>
<file path="design/flow/constraint.sdc">
current_design det_4x4

set clk_period 22.1
set clk_io_pct 0.2

create_clock -name clk0 -period $clk_period [get_ports {clk}]

set non_clock_inputs [all_inputs -no_clocks]
set_input_delay [expr $clk_period * $clk_io_pct] -clock clk0 $non_clock_inputs
set_output_delay [expr $clk_period * $clk_io_pct] -clock clk0 [all_outputs]
</file>
==> metrics.yaml <==
critical_path:
  path_class: "primary input to flop"
  crit_path_end_kind: "flop"
  crit_path_frequent_cell: "ha_1"
  required_ns: 22.27
  path_max_fanout: 20
  slowest_stage: "clkdlybuf4s50_1"
  start_kind: "primary input"
  max_stage_delay_ns: 0.86
  worst_ep_arrival_time_ns: 19.53
synth:
  synth-edff-count: 0
  yosysWarnings: 1
  ys_ff: 9
  syn-mean-instance-area_um2: 7.88
  synth_cell_type_count: 73
  ys_seq_share: 0.00399
  top_area_frac: 0.241
  netlist_area_um2: 45200
  ff_type: "dfxtp_1"
  top_cell: "ha_1"
  syn_inst: 5737
  common_cells: "ha_1, inv_1, a21oi_1"
  top_area_cell: "ha_1"
  ys_cells: 5737
  yosysChipArea_um2: 45200
  async_flop_share: 0
  synthTopCellsByArea: "ha_1, xnor2_1, fa_1"
timing:
  worstMarginPinSlew_ns: 0.917
  post-route-period-util: 0.876
  hold_violations: 0
  setup_violations: 0
  rsz0062_at_grt: "no"
  fmax_ghz: 0.0516
  min_period_ns: 19.36
  max-slew-margin-rel: 0.386
  holdWs_ns: 5.34
  slew_violations: 0
  finalSetupTns_ns: 0
  timing.final.ws_setup_ns: 2.74
floorplan:
  dieArea_um2: 114000
  die_height_um: 338
  fp_util: 0.406
  rows: 122
  ioPinCount: 138
  die_x_um: 338
  core_area_um2: 111000
drt:
  drc_errors: 0
  diodes: 0
  dr.pass1.iters: 5
  wire_per_inst_um: 17.6
  drt_iter0_drc: 1581
  dr_total_vias: 38300
  wirelength_um: 129000
  antenna_left: 0
  viasPerCell: 5.23
clock_network:
  cts_made_buffers: 3
  postCtsHoldBufs: 0
  cts_tree: "yes"
  cts_buffer_depth: 2
  post_cts_buffers: 0
  cts_sinks: 9
  root_buffer: "clkbuf_16"
  h-tree-depth: 1
  post_cts_resized: 0
  clk_pin_slew_ns: 0.04
placement:
  io_buffers: 137
  place_inst: 7330
  gp_congestion: 0.972
  placed_area_um2: 48900
  pre_cts_ws_ns: 2.61
  dp_hpwl_um: 108000
outcome:
  status: "completed"
worst_hold_path:
  hp-class: "flop to primary output"
  hold_depth: 1
global_route:
  grt_pass1_vias: 37200
  grt_pass1_wl_um: 206000
  grt_max_degree: 37
  antenna_found_initial: 6
  grt_overflow: 0
  grt.total_usage: 0.232
finish:
  utilization: 0.440
  syn_to_final_growth_pct: 8.28
  postLayoutCellArea_um2: 48900
  instances_no_fill: 7334
  layout-drive-gt1-share: 0.0778
flow_run:
  drv_cap: 0
  warnings: 35
-- path summary, 6_finish.rpt --
kind / end / slack (ns) / start
max: overflow_flag$_DFF_P_ / 2.74 / A[49]
min: det[0] / 5.34 / det[0]$_DFF_P_
-- cell usage in the layout (no fill, tap or decap), types with 27 or more instances in the layout --
cell / instances
ha_1: 872
inv_1: 570
a21oi_1: 536
xnor2_1: 517
nand2_1: 427
o21ai_0: 334
nor2_1: 322
mux2_2: 292
a21o_1: 245
fa_1: 214
xor2_1: 210
mux2i_1: 162
nor2b_1: 154
clkdlybuf4s50_1: 137
buf_4: 127
o21bai_1: 119
nand2b_1: 84
and2_1: 80
o21a_1: 62
xnor3_1: 47
nor3_1: 37
a21boi_0: 34
a211oi_1: 27
-- area by class of cell --
cell class / instances / area (um^2)
inverter: 576 / 2160
clock buffer: 4 / 78.8
sequential: 9 / 180
fill: 10900 / 62300
multi-input combinational: 4993 / 42300
timing repair buffer: 264 / 2320
tap: 1488 / 1860
-- cells by family after synthesis --
| family | synth area share |
|---|---|
| DFF | 0.00399 |
| muxes | 0.109 |
| AOI/OAI and AO/OA | 0.195 |
| xor gates and xnor gates | 0.171 |
| adders and majority gates | 0.336 |
| buffers and inverters | 0.0611 |
| and+or+nand+nor | 0.125 |
-- per-layer routing --
layer	wire length, um	track usage	vias up
met3	6020	0.0342	105
met1	59600	0.317	17500
met5	69	0	-
met2	60600	0.393	575
met4	3000	0.0438	12
li1	-	-	20100
-- sequential cells by signal, summed over array words and instances, names as in the netlist --
| register | cells |
|---|---|
| overflow_flag | 1 |
| det | 8 |
-- worst max-delay path: cells and delay by family --
kind,cells,cell delay [ns]
xor gates and xnor gates,13,2.77
adders and majority gates,15,5.03
AOI/OAI and AO/OA,13,2.22
muxes,8,2.28
buffers and inverters,7,1.79
and+or+nand+nor,4,0.97
