`run.sh`:
```
#!/bin/bash
# OpenROAD 26Q1-2900-gdf79404cd8, Yosys 0.63+post, stock flow scripts
make -C /OpenROAD-flow-scripts/flow DESIGN_CONFIG=/design/flow/config.mk WORK_HOME=/design/flow/orfs finish
```
`constraint.sdc`:
```
current_design MatrixAdder

set clk_period 8.1
set clk_io_pct 0.2

create_clock -name clk0 -period $clk_period

set non_clock_inputs [all_inputs -no_clocks]
set_input_delay [expr $clk_period * $clk_io_pct] -clock clk0 $non_clock_inputs
set_output_delay [expr $clk_period * $clk_io_pct] -clock clk0 [all_outputs]
```
`design.v`:
```
module MatrixAdder (
    input signed [199:0] matrix_A,      			 
    input signed [199:0] matrix_B,      			 
    input [1:0] matrix_size,            			 
    output reg signed [199:0] result_out, 		 
    output reg overflow                 			 
);
    wire signed [8:0] sum [0:24];                
    wire overflow_check [0:24];                  
    wire [4:0] active_elements;                  
    assign active_elements = (matrix_size == 2'b00) ? 4 :
                             (matrix_size == 2'b01) ? 9 :
                             (matrix_size == 2'b10) ? 16 :
                             25;
    genvar i;
    generate
        for (i = 0; i < 25; i = i + 1) begin : adder_loop
            wire signed [7:0] a_elem = matrix_A[i*8 +: 8];
            wire signed [7:0] b_elem = matrix_B[i*8 +: 8];
            assign sum[i] = a_elem + b_elem;
           assign overflow_check[i] = (a_elem[7] == b_elem[7]) && (sum[i][7] != a_elem[7]);
        end
    endgenerate
    integer j;
    always @(*) begin
        overflow = 0;
        result_out = 0;
        for (j = 0; j < 25; j = j + 1) begin
            if (j < active_elements) begin
                result_out[j*8 +: 8] = sum[j][7:0];
                if (overflow_check[j]) overflow = 1;
            end else begin
                result_out[j*8 +: 8] = 8'd0;
            end
        end
    end
endmodule
```
`config.mk`:
```
export PLATFORM = sky130hd
export DESIGN_NAME = MatrixAdder
export DESIGN_NICKNAME = MatrixAdder
export VERILOG_FILES = /design/flow/design.v
export SDC_FILE = /design/flow/constraint.sdc
export NUM_CORES = 4
export LEC_CHECK = 1
export CORE_AREA = 10 10 237 237
export DIE_AREA = 0 0 247 247
```
==> summary.txt <==
Status: finished, final reports clean
Setup_tns: 0 ps
Number of standard cells reported by yosys: 1084
IO Port Bufs: 603
Type of the worst setup path: input port to output port
Ratio of final minimum period to clock period: 0.881
Number of cells upsized or downsized after cts: 0
Total setup buffers inserted after CTS: 0
DR pass1 iterations: 7
Syn Inst Count: 1084
First DRT Iteration DRCs: 261
Power Internal: 0.646 mW
Post-layout minimum cycle time: 7140 ps
Placer congestion estimate: 0.956
Worst-case vdd ir drop: 0.0000329 V
Overall overflow remaining after global route: 0
Required time reported for the critical path endpoint: 6480 ps
Vias in the first global route: 10405
Worst-Margin Slew: 726 ps
Floorplan die area: 0.0610 mm2
Core Box Area: 0.0512 mm2
Per-cell routed wire length: 20.1 um
Hold-fix buffer count after cts: 0
Gr usage total: 0.148
LEAKAGE: 6.12 nW
Post-synth cell types: 42
Routed vias: 10000
Count of clock buffers in the final design: 0
Proportion of synthesized chip area in sequential cells: 0
Count of final setup violators: 0
Cell class contributing the biggest share of worst-path delay: AND-OR/OR-AND gates
Worst hold path class: input port to output port
Combined flip-flop and latch cell area: 0 um2
Worst EP arrival: 5520 ps
Fraction of final layout cells sized beyond drive strength 1: 0.0227
Post-synthesis average cell area: 7.31 um2
Area contributors post-synth: sky130_fd_sc_hd__ha_1, sky130_fd_sc_hd__xnor2_1, sky130_fd_sc_hd__nor2_1
Psw: 0.455 mW
Endpoint type of the worst setup path: output port
Post-Syn Area: 0.00792 mm2
Final total power: 1.10 mW
Post-synthesis cell type with the largest combined area: sky130_fd_sc_hd__ha_1
Ports placed on the boundary: 603
Logic area: 0.00767 mm2
Buffer and inverter count on the worst path: 2
Synth-to-layout area growth: 86.8%
Count of tool warnings: 32
Number of hold violations in the final report: 0
Summed standard-cell area reported by yosys: 0.00792 mm2
Row count: 83
Kind of launch point of the worst setup path: input port
Achievable clock frequency: 0.140 GHz
Area fraction of the dominant cell type after synthesis: 0.276
DRT antenna net count: 0
Flop count: 0
Synthesis warning total: 1
Switching portion of total power: 0.413
Global-route wire length before repair: 66800 um
Count of final max-slew check failures: 0
Critical path cell sequence: clkdlybuf4s50_1, ha_1, a21oi_1, o2111ai_1, o211ai_1, mux2i_1, nor2_1, a41oi_1, o21ai_0, o2111ai_1, clkdlybuf4s50_1
Die y size: 247 um
CP peak stage delay: 570 ps
Slew headroom: 0.516
# Max-Cap Violations: 0
Maximum number of pins on one net before global-route repair: 52
Fillers: 5399
Antenna violations before repair: 5
Floorplan die width: 247 um
Starting density of the core: 0.155
CP max FO: 3
Unrepaired setup endpoints after global routing: no
Power density normalized to cell area: 74.4 mW/mm2
Critical Path Slowest Stage Cell: sky130_fd_sc_hd__a21oi_1
Post-detailed-placement half-perimeter wirelength: 42800 um
DRT Wirelength: 47300 um
Post-route DRC: 0
Vias per inst: 4.24
==> power by group through the flow <==
stage	Combinational (mW)	Sequential, mW	Clock, mW
after global routing	1.21	0	0
after CTS	1.12	0	0
==> metal layers <==
metal,wire length [um],track usage
met5,41,0
met4,1370,0.0364
met3,5340,0.0590
met2,22300,0.255
met1,18200,0.167
==> layout by cell type (no fill, tap or decap), types with 3 or more instances in the layout <==
master,count
sky130_fd_sc_hd__a21o_1,29
sky130_fd_sc_hd__o21ai_0,7
sky130_fd_sc_hd__and3_1,20
sky130_fd_sc_hd__xnor2_1,115
sky130_fd_sc_hd__nor2b_1,29
sky130_fd_sc_hd__and2_1,19
sky130_fd_sc_hd__o41ai_2,5
sky130_fd_sc_hd__xor2_1,36
sky130_fd_sc_hd__o21ai_1,6
sky130_fd_sc_hd__nor3_1,33
sky130_fd_sc_hd__o211ai_1,16
sky130_fd_sc_hd__o21bai_1,19
sky130_fd_sc_hd__nand3_1,41
sky130_fd_sc_hd__a21oi_1,66
sky130_fd_sc_hd__mux2i_1,16
sky130_fd_sc_hd__inv_1,49
sky130_fd_sc_hd__nor2_1,179
sky130_fd_sc_hd__nand2b_1,9
sky130_fd_sc_hd__nand2_1,82
sky130_fd_sc_hd__diode_2,4
sky130_fd_sc_hd__nor3b_1,8
sky130_fd_sc_hd__clkdlybuf4s50_1,602
sky130_fd_sc_hd__nor4_1,3
sky130_fd_sc_hd__ha_1,175
sky130_fd_sc_hd__or3_1,17
sky130_fd_sc_hd__buf_4,6
sky130_fd_sc_hd__or2_2,13
sky130_fd_sc_hd__fa_1,25
sky130_fd_sc_hd__a21oi_2,3
sky130_fd_sc_hd__o2111ai_1,25
==> final timing paths <==
check | depth (start not counted) | startpoint | slack, ps | to
max | 11 | matrix_A[161] | 960 | overflow
min | 3 | matrix_size[1] | 4190 | result_out[160]
==> stage by stage <==
step / instance area [um2] / util / hold WS, ps / worst slack [ps] / instances
final: 14800 / 0.289 / 4190 / 964 / 2358
after detailed placement: 14800 / 0.289 / 4210 / 571 / 2354
after global routing: 14800 / 0.289 / 4220 / 462 / 2354
after CTS: 14800 / 0.289 / 4210 / 550 / 2354
after floorplan: 7920 / - / 3310 / 3060 / 1084
after global placement: 14800 / 0.289 / 4210 / 567 / 2354
==> cell type report <==
class	instances	share of cell area
Inverter	50	0.0127
Timing Repair Buffer	609	0.411
Tap cell	680	0.0575
Antenna cell	4	0.000676
Multi-Input combinational cell	1015	0.519
==> kinds of logic (layout without fill, tap and decap cells) <==
family | Yosys count | after routing | synth area share
adder cells (fa/ha/maj) | 200 | 200 | 0.339
other | 0 | 4 | 0
AND-OR/OR-AND | 188 | 188 | 0.169
XOR/XNOR | 151 | 151 | 0.167
multiplexers | 16 | 16 | 0.0202
AND/OR/NAND/NOR | 460 | 460 | 0.271
buffers and inverters | 69 | 659 | 0.0327
==> synthesized netlist by cell type, drive strengths merged, types with 26 or more instances <==
master / instances
xor2: 36
nor3: 34
nor2: 180
inv: 49
xnor2: 115
nand2: 83
a21o: 29
o2111ai: 26
nor2b: 29
nand3: 42
ha: 175
a21oi: 69
Power figures rest on the tool's default switching activity, not on a simulated workload.
